===== flow/config.mk =====
export PLATFORM = sky130hd
export DESIGN_NAME = keypad
export DESIGN_NICKNAME = keypad
export VERILOG_FILES = /design/flow/design.v
export SDC_FILE = /design/flow/constraint.sdc
export NUM_CORES = 4
export LEC_CHECK = 1
export CORE_AREA = 10 10 70 70
export DIE_AREA = 0 0 80 80

===== flow/constraint.sdc =====
current_design keypad

set clk_period 2.7
set clk_io_pct 0.2

create_clock -name clk0 -period $clk_period [get_ports {CLK}]

set non_clock_inputs [all_inputs -no_clocks]
set_input_delay [expr $clk_period * $clk_io_pct] -clock clk0 $non_clock_inputs
set_output_delay [expr $clk_period * $clk_io_pct] -clock clk0 [all_outputs]

===== flow/design.v =====
module dflipflop(D, CLK, Q);
  input reg D, CLK;
  output reg Q;
  initial
    begin
        Q = 0;
    end
  always@(posedge CLK)
    begin
        Q <= D;
    end
endmodule
  module keypad(ZBUT, OBUT, SECI, ENBL, SECO, RSTO, LOCK, ULCK, CLK, offin, ostate);
    input ZBUT, OBUT, SECI, ENBL, CLK;
    output wire RSTO, LOCK, ULCK, SECO;
    wire [2:0] state;
    wire [2:0] ffin;
    output wire [2:0] ostate;
    assign ostate[0] = state[0];
    assign ostate[1] = state[1];
    assign ostate[2] = state[2];
    wire [15:0] chunk;
    output wire [2:0] offin;
    assign offin = ffin;
    dflipflop dff1(ffin[0], CLK, state[0]);
    dflipflop dff2(ffin[1], CLK, state[1]);
    dflipflop dff3(ffin[2], CLK, state[2]);
    assign chunk[0] = ((~state[0]) & (~OBUT) & ZBUT) | SECI;  
    assign chunk[1] = ~state[2] & state[0] & OBUT & ~ZBUT;  
    assign chunk[2] =  state[1] & OBUT & ~ZBUT;  
    assign chunk[3] =  state[2] & ~state[0];  
    assign chunk[4] =  state[2] & state[1];  
    assign ffin[2]  = (~ENBL) | chunk[0] | chunk[1] | chunk[2] | chunk[3] | chunk[4];
    assign chunk[5] = ~state[2] & state[0] & ~SECI & ~OBUT & ZBUT;  
    assign chunk[6] = (~state[2] & state[1] & ~SECI & ~OBUT);  
    assign chunk[7] = (~state[2] & state[1] & ~SECI & ZBUT);  
    assign ffin[1]  = (~ENBL) | chunk[5] | chunk[6] | chunk[7];
    assign chunk[8] =  state[2] & ~state[0] & ~SECI;  
    assign chunk[9] =  state[2] & state[1];  
    assign chunk[10]= ~state[2] & ~state[1] & ~SECI & ~OBUT & ZBUT;  
    assign chunk[11]= ~state[2] & ~SECI & OBUT & ~ZBUT;  
    assign chunk[12]= ~state[2] & state[0] & ~SECI & ~ZBUT;  
    assign chunk[13]= ~state[2] & state[0] & ~SECI & OBUT;  
    assign ffin[0]  = ~ENBL | chunk[8] | chunk[9] | chunk[10] | chunk[11] | chunk[12] | chunk[13];
    assign LOCK = (~state[1]) | (~state[2]);
    assign ULCK = state[2] & state[1] & (~state[0]);
    assign RSTO = state[2] & (~state[1]) & state[0];
    assign SECO = state[2] & (~state[1]) & (~state[0]);
    assign chunk[15:14] = 0;
  endmodule

===== flow/run.sh =====
#!/bin/bash
# OpenROAD 26Q1-2900-gdf79404cd8, Yosys 0.63+post, stock flow scripts
make -C /OpenROAD-flow-scripts/flow DESIGN_CONFIG=/design/flow/config.mk WORK_HOME=/design/flow/orfs finish

==> insert_results.sql <==
-- implementation run metrics
INSERT INTO impl_metrics (metric_group, metric, value, unit) VALUES
('worst_setup_path', 'worst-r2r-setup-slack', '1.56', 'ns'),
('layout', 'post_route_cells_drive_above_1_share', '16.3', '%'),
('worst_setup_path', 'critical_path.top_delay_family', 'buffers and inverters', ''),
('clock_tree', 'cts_inserted_buffers', '3', ''),
('worst_hold_path', 'hold_path_depth', '2', ''),
('global_route', 'grt_use_met3', '0.909', '%'),
('pwr', 'power', '0.171', 'mW'),
('placement', 'globalplace.congestion', '0.708', ''),
('route', 'drt_pre_antenna_iters', '4', ''),
('worst_setup_path', 'startpoint_type', 'primary input', ''),
('synthesis', 'top_cells_by_count', 'sky130_fd_sc_hd__buf_4 (6), sky130_fd_sc_hd__dfxtp_1 (3), sky130_fd_sc_hd__nor2_1 (3), sky130_fd_sc_hd__nor2b_1 (2), sky130_fd_sc_hd__o21ai_0 (2)', ''),
('layout', 'area_growth', '89.0', '%'),
('route', 'route.antenna.diode_count', '0', ''),
('floorplanning', 'boundaryPins', '15', ''),
('clock_tree', 'ctsHtreeMaxLevel', '1', ''),
('run', 'timing.max_cap.violations', '0', ''),
('worst_setup_path', 'setup.worst_path.start', 'ZBUT', ''),
('route', 'ant_nets', '0', ''),
('layout', 'logic_area', '119', 'µm²'),
('worst_setup_path', 'highest_net_fanout_along_the_worst_path', '4', ''),
('route', 'wirelength', '687', 'µm'),
('pwr', 'p_leak', '0.169', 'nW'),
('global_route', 'global_route.usage.total', '1.97', '%'),
('timing', 'tightest_slew', '0.295', 'ns'),
('pwr', 'power.density', '397', 'nW/µm²'),
('placement', 'dp_hpwl', '577', 'µm'),
('synthesis', 'top_area_cell', 'sky130_fd_sc_hd__dfxtp_1', ''),
('floorplanning', 'die-area', '6400', 'µm²'),
('global_route', 'grt.met1_usage', '2.26', '%'),
('status', 'status', 'completed', ''),
('timing', 'max_slew_margin', '80.3', '%'),
('worst_hold_path', 'whs_endpoint', 'dff3.Q', ''),
('timing', 'post-route-min-period', '2.62', 'ns'),
('layout', 'final_design_area_no_fill', '430', 'µm²'),
('floorplanning', 'fp.dieH', '80', 'µm'),
('synthesis', 'synthDominantCellAreaShare', '26.4', '%'),
('floorplanning', 'fp_util', '6.67', '%'),
('worst_setup_path', 'critical_path_required', '2.16', 'ns'),
('synthesis', 'synth_chip_area', '228', 'µm²'),
('placement', 'place.detailed.instances', '83', ''),
('worst_setup_path', 'r2r_end', 'dff2.Q', ''),
('route', 'initialDrtViolationCount', '18', ''),
('layout', 'final_core_utilization', '12.6', '%'),
('route', 'drcViolationCount', '0', ''),
('timing', 'final-hold-violation-count', '0', ''),
('clock_tree', 'cts_root_buf', 'sky130_fd_sc_hd__clkbuf_4', ''),
('timing', 'setup_viol_count_final', '0', ''),
('layout', 'final-seq-area', '60.1', 'µm²'),
('synthesis', 'ys_seq_share', '26.4', '%'),
('pwr', 'max-vdd-ir-drop', '0.0000888', 'V'),
('global_route', 'global_route.overflow_total', '0', ''),
('synthesis', 'synth_area', '228', 'µm²'),
('global_route', 'via_count_of_the_first_global_routing_pass', '253', ''),
('timing', 'max_transition_viols_final', '0', ''),
('floorplanning', 'num_rows', '21', ''),
('worst_setup_path', 'number_of_cells_on_the_worst_reg_to_reg_path', '4', ''),
('route', 'vias', '245', ''),
('global_route', 'antenna_found_initial', '0', ''),
('synthesis', 'yosys_cells', '28', ''),
('synthesis', 'synthMostInstantiatedCell', 'sky130_fd_sc_hd__buf_4', ''),
('timing', 'final.hold.worst_slack', '0.696', 'ns'),
('clock_tree', 'clk_latency', '0.23', 'ns'),
('floorplanning', 'core_area', '3420', 'µm²'),
('placement', 'placement.cell_area', '388', 'µm²'),
('synthesis', 'yosys_register_bits', '3', ''),
('global_route', 'grt_util_met2', '3.05', '%'),
('synthesis', 'synth-warning-count', '1', ''),
('synthesis', 'avgSynthCellArea', '8.13', 'µm²'),
('worst_hold_path', 'holdCritStartpoint', 'dff2.Q', ''),
('worst_setup_path', 'critical_path.cell_chain', 'clkdlybuf4s50_1 -> nor2b_4 -> a211o_1 -> o211ai_1 -> clkdlybuf4s50_1', ''),
('layout', 'nFillCells', '392', '');
[per-layer routing]
metal / vias to the layer above / part of all wire (%)
met5: - / 0
met4: 0 / 2.5
met3: 2 / 16
met2: 10 / 44
met1: 110 / 38
li1: 123 / -
[cell usage in the layout, fill, tap and decap left out, drive strengths merged, types with 2 or more instances in the layout]
| cell type | count |
|---|---|
| clkbuf | 4 |
| clkdlybuf4s50 | 12 |
| nor2b | 3 |
| buf | 3 |
| o21ai | 2 |
| nor2 | 3 |
| dfxtp | 3 |
[through the flow]
| stage | setup TNS (ns) | setup slack [ns] |
|---|---|---|
| global route | -0.0243 | -0.0243 |
| finish | 0 | 0.0822 |
| CTS | 0 | 0.0303 |
| global placement | 0 | 0.0241 |
| floorplan | 0 | 0.926 |
| detailed placement | 0 | 0.00824 |
[timing repair]
item	in CTS	in global routing
setup buffers	0	2
hold buffers	0	0
gates resized	1	1
endpoints found under the setup margin	1	2
pin swaps	0	2
cloned	0	0
[sequential cells by signal, summed over array words and instances (netlist names)]
| signal | count |
|---|---|
| dff1.Q | 1 |
| dff3.Q | 1 |
| dff2.Q | 1 |
[kinds of logic (layout without fill, tap and decap cells)]
kind of cell / Yosys count / after routing / share of synthesized area (%)
flip-flops: 3 / 3 / 26.4
buffers and inverters: 7 / 22 / 21.4
AND-OR/OR-AND: 7 / 7 / 22.5
AND/OR/NAND/NOR: 11 / 11 / 29.7
[worst register-to-register path, delay by kind of cell (launching register included)]
family	cells	cell delay, ns
flops	1	0.43
compound gates	2	0.43
buf+inv	2	0.23
[cell type report]
class | count | area share (%)
clock buffer | 4 | 6.10
inverter | 1 | 0.872
multi-input combinational | 18 | 27.6
sequential | 3 | 14.0
tap | 46 | 13.4
timing repair buffer | 17 | 38.1
[power breakdown]
part | switching (mW) | leakage (nW) | internal (mW)
clock network | 0.0216 | 0.0150 | 0.0553
registers | 0.00598 | 0.0250 | 0.0475
logic | 0.0106 | 0.129 | 0.0298
total | 0.0382 | 0.169 | 0.133
[worst max-delay path by stage]
stage              end  slack (ns)  cells after the start
CTS           offin[1]        0.03                      5
global route  offin[0]       -0.02                      5
finish        offin[0]        0.08                      5
Power figures rest on the tool's default switching activity, not on a simulated workload.
